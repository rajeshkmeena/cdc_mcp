<file path="design/flow/constraint.sdc">
current_design mcp_top

set clk_period 3.0
set clk_io_pct 0.2

create_clock -name clk0 -period $clk_period [get_ports {aclk}]
create_clock -name clk1 -period $clk_period [get_ports {bclk}]

set non_clock_inputs [all_inputs -no_clocks]
set_input_delay [expr $clk_period * $clk_io_pct] -clock clk0 $non_clock_inputs
set_output_delay [expr $clk_period * $clk_io_pct] -clock clk0 [all_outputs]
</file>
<file path="design/flow/run.sh">
#!/bin/bash
# OpenROAD 26Q1-2900-gdf79404cd8, Yosys 0.63+post, stock flow scripts
make -C /OpenROAD-flow-scripts/flow DESIGN_CONFIG=/design/flow/config.mk WORK_HOME=/design/flow/orfs finish
</file>
<file path="design/flow/config.mk">
export PLATFORM = sky130hd
export DESIGN_NAME = mcp_top
export DESIGN_NICKNAME = mcp_top
export VERILOG_FILES = /design/flow/design.v
export SDC_FILE = /design/flow/constraint.sdc
export NUM_CORES = 4
export LEC_CHECK = 1
export CORE_UTILIZATION = 30
</file>
<file path="design/flow/design.v">
`timescale 1ns / 1ps
parameter DATA_LEN = 40;
module pulse_gen(pulse,q,d,clk,n_reset);
input  logic clk,n_reset;
input  logic d;
logic d1,d2;
output logic pulse,q;
always_ff @ (posedge clk or negedge n_reset)
begin
 if(!n_reset)
    { q, d1, d2} <= 0;
 else
    {d1,d2,q} <= {d,d1,d2}; 
end
assign pulse = q ^ d2;
endmodule
module asend_fsm(aready, asend, aack, a_clk, a_reset);
input logic a_clk,a_reset;
input logic asend,aack;
output logic aready;
enum logic {BUSY,READY} state,n_state;
always @ (posedge a_clk or negedge a_reset)
begin
 if(!a_reset)
 begin
   state <= READY;
   aready <= 1;
 end
 else
   begin
      case(state)
         READY: begin
              if(asend)
              begin
                state <= BUSY;
                aready <= 0;
              end
               else
               begin
               state <= READY;
               aready <= 1;
               end
               end
         BUSY:
             begin
               if(aack)
                begin
                  state <= READY;
                  aready <= 1;
                end
              else
                 begin
                   state <= BUSY;
                   aready <= 0;
                end
             end
     endcase 
   end    
end       
endmodule
module mcp_send ( adata, a_en, aready, b_ack, aclk, arst, asend, adatain);
input logic aclk, arst, asend;
input logic [DATA_LEN-1:0] adatain;
output logic aready, a_en;
output logic [DATA_LEN-1:0] adata;
input logic b_ack;
logic anxt_data;
logic aack,q;
pulse_gen p1 (.pulse(aack), .q(q) , .d(b_ack), .clk(aclk), .n_reset(arst));
asend_fsm f1 (.aready(aready), .asend(asend), .aack(aack), .a_clk(aclk), .a_reset(arst));
assign anxt_data = aready & asend;
always_ff @ (posedge aclk or negedge arst)
begin
   if(!arst)
   a_en <= 0;
   else
     if(anxt_data)
        a_en <= ~ a_en;
end
always_ff @ (posedge aclk or negedge arst)
 begin
  if(!arst)
    adata <= 0;
  else
    if(anxt_data)
    adata <= adatain;
 end
endmodule 
module bload_fsm ( bvalid, b_en, bload, b_clk, b_reset);
input b_clk, b_reset;
input logic b_en,bload;
output logic bvalid;
enum logic { WAIT, READY} state;
always_ff @ (posedge b_clk or negedge b_reset)
begin
if(!b_reset)
begin
  state <= WAIT;
  bvalid <= 0;
 end
  else 
     begin 
        case(state) 
          WAIT: 
               if(b_en)
               begin
                 state <= READY;
                 bvalid <= 1 ; 
                end
                else
                begin
                 state <= WAIT;
                 bvalid <= 0;
                end
          READY:
               if(bload)
                  begin
                  state <= WAIT;
                  bvalid <= 0;
                  end
               else
                 begin
                 state <= READY;
                 bvalid = 1;
                 end             
         endcase
      end
end   
endmodule
module mcp_recieve( bdata, bvalid, b_ack, a_en, adata, bload, bclk, brst);
input logic bclk,brst;
input logic a_en, bload;
input logic [DATA_LEN-1:0]adata;
output logic bvalid,b_ack;
output logic [DATA_LEN-1:0]bdata;
logic bload_data, b_en, q;
pulse_gen p2 (.pulse(b_en), .q(q) , .d(a_en), .clk(bclk), .n_reset(brst));
bload_fsm f2( .bvalid(bvalid), .b_en(b_en), .bload(bload), .b_clk(bclk), .b_reset(brst));
assign bload_data = bvalid & bload;
 always_ff @ (posedge bclk or negedge brst)
 begin
 if(!brst)
    bdata <= 0;
 else
   if(bload_data)
     bdata <= adata;
 end
always_ff @ (posedge bclk or negedge brst)
begin
    if(!brst)
      b_ack <= 0;
    else
       if(bload_data)
         b_ack <= ~b_ack;
end         
endmodule
`timescale 1ns / 1ps
parameter BUS_LEN = 40;  
module mcp_top( adatain, aclk, arst, asend, aready, bdata, bclk, brst, bvalid, bload);
input logic aclk, arst;
input logic [BUS_LEN-1:0] adatain;
input logic asend;
output aready;
  logic [BUS_LEN-1:0] adata;
  logic a_en, b_ack;
input logic bclk,brst;
input logic bload;
output logic bvalid;
output logic [BUS_LEN-1:0]bdata;
mcp_send mcp1( adata, a_en, aready, b_ack, aclk, arst, asend, adatain);
mcp_recieve mcp2( bdata, bvalid, b_ack, a_en, adata, bload, bclk, brst);
endmodule
</file>
==> results.py <==
# Auto-generated metrics
metrics = {
    "drt": {
        "final_antenna_net_count": 0,
        "via_per_inst": 4.310,
        "drtIter0Drc": 32,
        "routed_wl_um": 6203,
        "antenna_cells": 0,
        "avgRoutedWirePerCell_um": 14.77,
        "drc": 0,
        "drtPass1Iterations": 4,
        "routed-via-count": 1810,
    },
    "setup_path": {
        "cp.arrival_ps": 1360,
        "crit_type": "reg2out",
        "cp-end-kind": "output port",
        "reg2reg_slack_ps": 1410,
        "critPathBufInv": 1,
        "crit_path_start_kind": "flip-flop",
        "critPathMaxStageDelay_ps": 570,
        "cp_slowest_cell": "dfstp_2",
        "required_ps": 2400,
        "path_cells": "clkdlybuf4s50_1",
        "path_delay_family": "flip-flops",
        "crit_fanout": 3,
    },
    "sta": {
        "tightestPinTransition_ps": 705.5,
        "slew_headroom_pct": 52.97,
        "maxSlewViolCount": 0,
        "skew_ps": 6.652,
        "grt_setup_unrepaired": "no",
        "setup_viol": 0,
        "hold_viol": 0,
        "setup_tns_ps": 0,
    },
    "power_and_ir_drop": {
        "finalPower_mw": 2.154,
        "p_leak_nw": 2.211,
        "ir_worst_vdd_v": 0.0002647,
        "powerDensity_nw_per_um2": 479.0,
    },
    "floorplan": {
        "die_w_um": 107.0,
        "row_count": 37,
        "fp_util_pct": 31.47,
        "die_y_um": 107.0,
        "chip_area_um2": 11450,
        "core_um2": 10510,
        "io_pins": 88,
    },
    "global_route": {
        "grtUsageMet1_pct": 17.90,
        "grt_max_degree": 32,
        "overflow": 0,
        "grt_pass1_vias": 1914,
        "gr-usage-met2_pct": 18.34,
        "antenna_found_initial": 0,
        "use_met3_pct": 3.472,
        "grt_pass1_wl_um": 10050,
        "track_usage_pct": 11.94,
        "grt.busiest_layer": "met2",
    },
    "cts": {
        "cts_tree": "built",
        "path_clk_slew_ps": 90,
        "cts.sinks": 90,
        "ctsHoldBuffers": 0,
        "cts_setup_buffers": 0,
        "cts_resized": 0,
    },
    "synth": {
        "synthDistinctLibCells": 8,
        "syn-cell-area_um2": 3307,
        "synth_flops": 90,
        "ys_seq_share_pct": 68.14,
        "yosysWarningCount": 5,
        "avgSynthCellArea_um2": 17.78,
        "ys_cells": 186,
        "ys_area_um2": 3307,
        "synth_cells": 186,
    },
    "hold_path": {
        "hold_path.class": "in2async",
    },
    "run": {
        "cap_violations": 0,
        "warning_count": 26,
    },
    "place": {
        "io_buffers": 86,
        "gp_congestion": 0.7030,
        "dp_cells": 404,
        "dpl.hpwl_um": 4163,
    },
    "final_layout": {
        "stdcell_count": 420,
        "drive_above_1_share_pct": 36.27,
        "final_util_pct": 42.79,
        "syn2layout_area_growth_pct": 35.98,
    },
    "status": {
        "run_status": "finished, final reports clean",
    },
}
## final timing paths
| check | start | end | cells after the start |
|---|---|---|---|
| min in group clk1 | mcp2.p2.d1$_DFF_PN0_ | mcp2.p2.d2$_DFF_PN0_ | 0 |
| setup / recovery | mcp1.f1.state$_DFF_PN1_ | aready | 1 |
| max in group clk1 | bload | mcp2.bdata[34]$_DFFE_PN0P_ | 4 |
| max in group asynchronous | arst | mcp1.adata[18]$_DFFE_PN0P_ | 2 |
| hold / removal | brst | mcp2.bdata[16]$_DFFE_PN0P_ | 1 |
| hold reg to reg | mcp1.p1.d1$_DFF_PN0_ | mcp1.p1.d2$_DFF_PN0_ | 0 |
| min in group clk0 | mcp1.p1.d1$_DFF_PN0_ | mcp1.p1.d2$_DFF_PN0_ | 0 |
| setup reg to reg | mcp1.f1.state$_DFF_PN1_ | mcp1.adata[4]$_DFFE_PN0P_ | 3 |
## routing by layer
metal / wire length, µm / share of wire (%)
met1: 2829 / 46
met5: 0 / 0
met3: 404 / 6.5
met2: 2886 / 47
met4: 82 / 1.3
## cells in the mapped netlist, drive strengths merged
cell,count,area [µm²]
dfstp,1,26.28
dfrtp,89,2227
xnor2,2,17.52
mux2,80,900.9
o21a,2,15.01
nand2,2,12.51
xor2,2,17.52
buf,8,90.09
## where the power goes
group / internal [mW] / leakage [nW] / switching (mW)
clock network: 0.436 / 0.0959 / 0.421
registers: 1.21 / 1.25 / 0
logic: 0.0506 / 0.861 / 0.0341
## sequential cells by signal (all words and copies together), names as in the netlist
register / count
mcp1.adata: 40
mcp2.bdata: 40
mcp1.a_en: 1
mcp1.f1.state: 1
mcp1.p1.d1: 1
mcp1.p1.d2: 1
mcp1.p1.q: 1
mcp2.b_ack: 1
mcp2.f2.bvalid: 1
mcp2.p2.d1: 1
mcp2.p2.d2: 1
mcp2.p2.q: 1
## cell usage in the layout, fill, tap and decap left out
cell	Yosys	routed
clkdlybuf4s50_1	0	84
dfstp_2	1	1
clkinvlp_4	0	2
o21a_1	2	2
xnor2_1	2	2
nand2_2	2	2
buf_2	0	2
buf_4	0	2
buf_12	0	2
xor2_1	2	2
clkbuf_8	0	11
dfrtp_1	89	89
clkbuf_1	0	2
bufinv_16	0	1
mux2_2	80	80
## area by class of cell
type | count | area, µm²
Clock buffer | 13 | 158.9
Multi-Input combinational cell | 88 | 963.4
Tap cell | 136 | 170.2
Clock inverter | 3 | 45.04
Sequential cell | 90 | 2253
Timing Repair Buffer | 90 | 905.9
Fill cell | 964 | 6012
## cell families after synthesis
group,after synthesis,share of synthesized area (%)
xor+xnor,4,1.060
buf+inv,8,2.724
mux,80,27.24
simple gates,2,0.3783
flops,90,68.14
compound gates,2,0.4539
## metrics by stage
| stage | area (µm²) | hold WS, ps | setup slack [ps] |
|---|---|---|---|
| floorplan | 3307 | 304.4 | 1684 |
| global placement | 4293 | 334.7 | 797.1 |
| detailed placement | 4293 | 334.7 | 781.7 |
| CTS | 4497 | 282.0 | 1003 |
| global route | 4497 | 292.4 | 973.2 |
| finish | 4497 | 270.1 | 1037 |
Power is estimated from default activity; no workload was simulated.
